### flow/run.sh
#!/bin/bash
# OpenROAD 26Q1-2900-gdf79404cd8, Yosys 0.63+post, stock flow scripts
make -C /OpenROAD-flow-scripts/flow DESIGN_CONFIG=/design/flow/config.mk WORK_HOME=/design/flow/orfs finish
### flow/config.mk
export PLATFORM = sky130hd
export DESIGN_NAME = dual_priority_encoder
export DESIGN_NICKNAME = dual_priority_encoder
export VERILOG_FILES = /design/flow/design.v
export SDC_FILE = /design/flow/constraint.sdc
export NUM_CORES = 4
export LEC_CHECK = 1
export CORE_AREA = 10 10 70 70
export DIE_AREA = 0 0 80 80
### flow/constraint.sdc
current_design dual_priority_encoder

set clk_period 3.7
set clk_io_pct 0.2

create_clock -name clk0 -period $clk_period

set non_clock_inputs [all_inputs -no_clocks]
set_input_delay [expr $clk_period * $clk_io_pct] -clock clk0 $non_clock_inputs
set_output_delay [expr $clk_period * $clk_io_pct] -clock clk0 [all_outputs]
### flow/design.v
`timescale 1ns / 10ps
module priority_encoder
    (
     input wire[11:0] in,
     output reg[3:0] out  
    );
    always @*
    begin
            casez(in)
                12'b1???????????: out = 4'b1100;              
                12'b01??????????: out = 4'b1011;
                12'b001?????????: out = 4'b1010;
                12'b0001????????: out = 4'b1001;
                12'b00001???????: out = 4'b1000;
                12'b000001??????: out = 4'b0111;    
                12'b0000001?????: out = 4'b0110;
                12'b00000001????: out = 4'b0101;
                12'b000000001???: out = 4'b0100;
                12'b0000000001??: out = 4'b0011;
                12'b00000000001?: out = 4'b0010;
                12'b000000000001: out = 4'b0001;
                12'b000000000000: out = 4'b0000;
            endcase
    end
endmodule
module dual_priority_encoder(
    input wire[11:0] dual_in,
    output wire[3:0] prior_1, prior_2
    );
    reg[11:0] tmp_in;
    genvar itr;
    generate
        for (itr = 1 ; itr <= 12; itr = itr+1)
            begin          
                if(itr == 1)
                    begin
                        priority_encoder pe(.in(dual_in), .out(prior_1));  
                    end
                else
                    begin
                        priority_encoder pe(.in(tmp_in), .out(prior_2));  
                    end
            end
    endgenerate
    always @*
        begin
            case(prior_1)
                4'b1100: tmp_in = dual_in[10:0];
                4'b1011: tmp_in = dual_in[9:0];
                4'b1010: tmp_in = dual_in[8:0];
                4'b1001: tmp_in = dual_in[7:0];
                4'b1000: tmp_in = dual_in[6:0];
                4'b0111: tmp_in = dual_in[5:0];
                4'b0110: tmp_in = dual_in[4:0];
                4'b0101: tmp_in = dual_in[3:0];
                4'b0100: tmp_in = dual_in[2:0];
                4'b0011: tmp_in = dual_in[1:0];
                4'b0010: tmp_in = dual_in[0];
                default: tmp_in = 12'b000000000000;  
            endcase
        end
endmodule
==> GITHUB_STEP_SUMMARY <==
### Yosys + OpenROAD results

| Metric | Value |
|---|---|
| Leak Pwr | 0.3082 nW |
| Buffers on Ports | 20 |
| Number of I/O pins | 20 |
| Routability congestion estimate | 0.8224 |
| XOR-XNOR Cells, Area Fraction | 4.321% |
| Drt total wl | 1.740 mm |
| Yosys cell count | 70 |
| FF+latch area | 0 um2 |
| Simple-gate share of the synthesized area | 34.88% |
| Drt wl/cell | 11.76 um |
| Fin. Hold Viols | 0 |
| Post-synthesis sequential area ratio | 0% |
| Final Critical Period | 3606 ps |
| Die Ht | 80 um |
| Detailed Routing Iterations Pass 1 | 4 |
| Max IR drop VDD | 15.44 uV |
| Adder share | 2.469% |
| Pre-CTS worst setup slack | -264.1 ps |
| Final Util | 23.63% |
| Final period utilization | 97.47% |
| Core Util at FP | 11.87% |
| DRC | 0 |
| CORE AREA | 3416 um2 |
| Grt total ovfl | 0 |
| Mux cell area share | 0% |
| Layout fillers | 378 |
| Vias in the first global route | 614 |
| Tool warnings | 32 |
| Mapped cell area | 405.4 um2 |
| Finished Cell Area | 807.0 um2 |
| Average cell area after synthesis | 5.791 um2 |
| CP endpoint kind | output pin |
| Detailed placement HPWL | 1.476 mm |
| Detail Route Antenna Nets | 0 |
| Ao+oa area frac | 49.69% |
| Worst-margin pin slew | 453.0 ps |
| Setup CP Type | primary input to output pin |
| Arrival @ worst endpoint | 2870 ps |
| Hold crit path type | primary input to output pin |
| Largest net degree at the start of global routing | 13 |
| Worst setup margin | 93.60 ps |
| Vias per cell | 4.304 |
| Cells after Synth | 70 |
| Status | complete, no violations |
| Ant. Diodes | 0 |
| Flops | 0 |
| Area after DPL | 763.2 um2 |
| DR iter-0 viols | 55 |
| Most numerous logic cells after layout | 15 x clkdlybuf4s50_1, 14 x buf_4, 8 x nand2_1 |
| Yosys chip area | 405.4 um2 |
| Initial antenna violation count | 0 |
| First-pass GRT wire length | 2.987 mm |
| Worst Setup Start Kind | primary input |
| Largest family of logic cells by area | AND-OR/OR-AND gates |
| Yosys Warn Count | 6 |
| Max-Cap Viols | 0 |
| Layout cells sized above 1 | 23.53% |
| Final setup viols | 0 |
| Vias | 637 |
| CP max FO | 3 |
| # clk buffers | 0 |
| Pwr Density | 97.50 nW/um2 |
| Max Transition Viols Final | 0 |
| Crit path DRT | 2960 ps |
| GR Util All Layers | 5.518% |
| Most used logic cell in the final layout | clkdlybuf4s50_1 |
| Slew headroom | 69.70% |
| # rows | 21 |
| Area growth syn-to-layout | 99.07% |
| Cell variety after synth | 28 |
| RSZ-0062 raised after global routing | false |
| Chip area | 6400 um2 |
| Fmax | 277.3 MHz |
| Chip width | 80 um |
==> power breakdown <==
| part | internal (mW) | total (mW) | switching [mW] |
|---|---|---|---|
| sequential | 0 | 0 | 0 |
| clock | 0 | 0 | 0 |
| combinational | 0.0438 | 0.0787 | 0.0349 |
| total | 0.0438 | 0.0787 | 0.0349 |
==> synthesized netlist by cell type <==
master | count | area [um2]
a2bb2oi_1 | 1 | 8.760
o311ai_1 | 1 | 8.760
clkbuf_1 | 4 | 15.01
xor2_1 | 1 | 8.760
o21bai_1 | 3 | 22.52
o32ai_1 | 1 | 8.760
nand2_1 | 8 | 30.03
nor4_1 | 3 | 18.77
or4_4 | 2 | 22.52
nor2_1 | 7 | 26.28
inv_1 | 4 | 15.01
nor4_2 | 1 | 12.51
a31oi_1 | 3 | 18.77
xnor2_1 | 1 | 8.760
o21ai_0 | 6 | 30.03
a211o_1 | 1 | 8.760
o21ai_1 | 1 | 5.000
a2111o_1 | 1 | 11.26
o21a_1 | 1 | 7.510
a21oi_1 | 7 | 35.03
buf_2 | 1 | 5.000
or3_1 | 1 | 6.260
o221ai_1 | 1 | 8.760
o22ai_1 | 2 | 12.51
maj3_1 | 1 | 10.01
o211ai_1 | 1 | 7.510
nor3_1 | 5 | 25.02
a21boi_0 | 1 | 7.510
==> path summary, 6_finish.rpt <==
kind        start    endpoint  slack (ps)  cells past startpoint
max    dual_in[8]  prior_2[0]          90                      7
min   dual_in[10]  prior_2[1]        1970                      5
==> worst max-delay path, cell delays in order <==
cell,delay [ps]
clkdlybuf4s50_1,420
or4_4,520
or4_4,440
buf_6,140
o21a_1,90
o311ai_1,290
clkdlybuf4s15_1,230
==> per-stage QoR <==
step	std cells	total power, mW	hold slack [ps]	TNS [ps]
after floorplan	70	0.02925	1556	0
after global placement	147	0.07707	2630	-507.7
after detailed placement	147	0.07703	2622	-590.3
after CTS	148	0.07707	2197	0
after global routing	148	0.08756	2040	0
final	148	0.07869	1974	0
==> timing repair <==
| item | 4_1_cts | 5_1_grt |
|---|---|---|
| hold endpoints to repair | 0 | 0 |
| pin swaps | 7 | 4 |
| setup endpoints to repair | 3 | 3 |
| buffers inserted | 1 | 0 |
| hold buffers | 0 | 0 |
| gates resized | 6 | 9 |
==> final cells by class <==
cell class	count	area, um2	share of cell area, %
inverters	4	15.01	1.860
multi-input cells	61	396.6	49.15
well taps	46	57.56	7.132
repair buffers	37	337.8	41.86
==> cells by family (layout without fill, tap and decap cells) <==
kind of cell	count (synthesis)	count (layout)
AOI/OAI and AO/OA	31	31
adders and majority gates	1	1
buffers and inverters	9	41
xor gates and xnor gates	2	2
and+or+nand+nor	27	27
==> per-layer routing <==
layer  part of all wire (%)  global-route usage [%]  vias up
met3                    3.3                  0.5682        0
met4                      0                       0        0
met2                     54                   10.43       12
li1                       -                       -      334
met5                      0                       0        -
met1                     43                   6.856      291
Power figures rest on the tool's default switching activity, not on a simulated workload.
