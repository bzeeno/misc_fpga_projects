## /design/flow/constraint.sdc

```tcl
current_design banner_ctrl

set clk_period 8.4
set clk_io_pct 0.2

create_clock -name clk0 -period $clk_period [get_ports {slowClk}]

set non_clock_inputs [all_inputs -no_clocks]
set_input_delay [expr $clk_period * $clk_io_pct] -clock clk0 $non_clock_inputs
set_output_delay [expr $clk_period * $clk_io_pct] -clock clk0 [all_outputs]
```

## /design/flow/run.sh

```bash
#!/bin/bash
# OpenROAD 26Q1-2900-gdf79404cd8, Yosys 0.63+post, stock flow scripts
make -C /OpenROAD-flow-scripts/flow DESIGN_CONFIG=/design/flow/config.mk WORK_HOME=/design/flow/orfs finish
```

## /design/flow/config.mk

```make
export PLATFORM = sky130hd
export DESIGN_NAME = banner_ctrl
export DESIGN_NICKNAME = banner_ctrl
export VERILOG_FILES = /design/flow/design.v
export SDC_FILE = /design/flow/constraint.sdc
export NUM_CORES = 4
export LEC_CHECK = 1
export CORE_UTILIZATION = 40
```

## /design/flow/design.v

```verilog
module banner_ctrl(
    input wire en,
    input wire dir,
    input wire slowClk,
    input wire [39:0] banner,
    output reg [31:0] current_disp
    );
    integer counter = 0;
    always @(posedge slowClk)
    begin
        if(!en)
            current_disp <= 32'b0;
        else
        begin
            case(counter)
                0:
                begin
                    current_disp <= banner[31:0];
                    if(dir)                       
                        counter <= counter + 1;
                    else
                        counter <= 9;
                end
                1:
                begin
                    current_disp <= {banner[27:0],banner[39:36]};  
                    if(dir)
                        counter <= counter + 1;
                    else
                        counter <= counter - 1;
                end
                2:
                begin
                    current_disp <= {banner[23:0],banner[39:32]};
                    if(dir)
                        counter <= counter + 1;
                    else
                        counter <= counter - 1;
                end
                3:
                begin
                    current_disp <= {banner[19:0],banner[39:28]};
                    if(dir)
                        counter <= counter + 1;
                    else
                        counter <= counter - 1;    
                end
                4:
                begin
                    current_disp <= {banner[15:0],banner[39:24]};
                    if(dir)
                        counter <= counter + 1;
                    else
                        counter <= counter - 1;
                end
                5:
                begin
                    current_disp <= {banner[11:0],banner[39:20]};
                    if(dir)
                        counter <= counter + 1;
                    else
                        counter <= counter - 1;
                end
                6:
                begin
                    current_disp <= {banner[7:0],banner[39:16]};
                    if(dir)
                        counter <= counter + 1;
                    else
                        counter <= counter - 1;
                end
                7:
                begin
                    current_disp <= {banner[3:0],banner[39:12]};
                    if(dir)
                        counter <= counter + 1;
                    else
                        counter <= counter - 1;
                end
                8:
                begin
                    current_disp <= banner[39:8];
                    if(dir)
                        counter <= counter + 1;
                    else
                        counter <= counter - 1;
                end
                9:
                begin
                    current_disp <= banner[35:4];
                    if(dir)
                        counter <= 0;
                    else
                        counter <= counter - 1;
                end
                default:
                    current_disp <= banner[31:0];
            endcase
        end
    end
endmodule
```

==> reports/results.txt <==
status -> finished, final reports clean
Max-Cap Viols -> 0
num ports -> 75
Comb power frac -> 11.0%
Clock Pin Slew Worst Setup and Hold Paths -> 60 ps
Hold-fix buffers, CTS -> 0
# DRC -> 0
clock network power share -> 45.9%
Critical Path End Type -> flop
final instance area -> 6140 um2
post-cts gate resize count -> 0
CP top delay family -> simple AND/OR/NAND/NOR gates
Non-Filler Instances -> 818
Hold Crit Class -> flop to flop
Clock Path Buffers -> 2
Power Internal -> 0.593 mW
die height -> 114 um
Final Hold Viols -> 0
Via Count -> 5422
asr flop ratio synth -> 0%
Sw Share -> 24.0%
Post-Syn Instances -> 611
Final Max-Slew Violation Tally -> 0
Ys Warns -> 1
routability cong. -> 0.903
most numerous cell in the Yosys netlist -> clkbuf_1
Crit path buffers/inverters -> 1
initial antenna violation count -> 0
Layout Skew -> 8.54 ps
vias in the first global route -> 4816
FP Util -> 41.5%
nature of the critical path startpoint -> flop
Layout fillers -> 1145
Num CTS Buffers -> 9
Syn Area/Cell -> 8.23 um2
crit-path cells -> ha_1 -> buf_4 -> o21ba_2 -> nor3_1 -> or4_1 -> or3_4 -> o21ai_0
Setup Viol. Count Final -> 0
Max Fclk -> 0.286 GHz
Sequential Power Share -> 43.1%
Synth area leader -> edfxtp_1
I/O Buffers -> 74
sequential share of the synthesized area -> 31.8%
Post-synth top cells -> clkbuf_1 (54), nand2_1 (50), o21ai_0 (46)
Vias/cell -> 6.63
CP max stage cell -> or4_1
switching power -> 0.187 mW
Area contributors post-synth -> edfxtp_1 (19%), dfxtp_1 (13%), a222oi_1 (4.8%)
crit share post-route -> 41.7%
Power Total -> 0.781 mW
Routed WL per cell -> 20.1 um
pre-CTS setup slack -> 4710 ps
largest net degree at the start of global routing -> 54
Leak -> 2.05 nW
CP Data Required Time -> 8590 ps
CP Max Fanout -> 29
Worst path max stage delay -> 790 ps
Top FF cell, synth -> edfxtp_1
pwr dens -> 127 nW/um2
first-pass GRT wire length -> 26000 um
tool warning count -> 28
Total GRT Usage -> 25.8%
Ant. Diodes -> 0
Core ar. -> 12100 um2
Clock Sinks -> 64
ys flops -> 64
# Cells Yosys -> 611
WS Path Type -> flop to flop
total negative setup slack -> 0 ps
RSZ-0062 raised after global routing -> false
CTS tree -> done
Netlist cell types -> 65
fin crit period -> 3500 ps
Post-synth EDFFs -> 32
Insertion Delay late pin -> 350 ps
post-placement cell area -> 5860 um2
placed cell count -> 802
Yosys chip area -> 5030 um2
Peak supply drop -> 0.0702 mV
die width -> 114 um
clk root buf -> clkbuf_16
layout cells sized above 1 -> 8.77%
die area -> 13000 um2
Slew headroom -> 41.2%
Pre-antenna DRT Iters -> 12
initial DRC count -> 806
Post-DP HPWL -> 10100 um
synthesized area -> 5030 um2
GRT overflow -> 0
final setup margin -> 4900 ps
Cell Rows -> 40
Least-Margin Pin Slew -> 878 ps
Syn-to-layout area delta -> 22.1%
Arr. time, crit path -> 3690 ps
Post-CTS Setup Bufs -> 0
Top cell area share -> 19.1%
H-tree depth -> 3
Routed WL -> 16500 um
antenna viol nets, final -> 0
-- flip-flops by register name, indices dropped and copies added, names as in the netlist --
register,cells
current_disp,32
counter,32
-- worst paths after layout --
| kind | startpoint | end | slack (ps) | cells after the start |
|---|---|---|---|---|
| worst max-delay path | counter[0] | counter[17] | 4900 | 7 |
| worst min-delay path | counter[25] | counter[25] | 700 | 2 |
| worst max register to register | counter[0] | counter[17] | 4900 | 7 |
| worst min register to register | counter[25] | counter[25] | 700 | 2 |
-- power by group through the flow --
stage     sequential, mW  combinational, mW  clock (mW)
4_1_cts            0.337             0.0846       0.365
5_1_grt            0.337             0.0918       0.378
6_report           0.337             0.0859       0.358
-- final cells by class --
class,count,area [um2],share of cell area (%)
clock buffers,11,253,4.11
flip-flops and latches,64,1600,26.1
multi-input cells,462,3100,50.5
inverters,14,52.6,0.856
clock inverters,5,31.3,0.509
well taps,168,210,3.42
repair buffers,94,891,14.5
-- routing by layer --
layer / up-vias / wire (um) / track usage (%)
met5: - / 0 / 0
met4: 0 / 361 / 5.97
met3: 41 / 1680 / 3.61
met2: 363 / 6900 / 36.6
met1: 2539 / 7520 / 42.4
li1: 2479 / - / -
-- logic make-up after synthesis --
kind of cell	count (synthesis)	synth area share, %
AND-OR/OR-AND	243	35.6
XOR/XNOR	26	4.53
adder cells (fa/ha/maj)	4	0.995
buffers and inverters	85	6.69
flip-flops	64	31.8
multiplexers	11	2.26
AND/OR/NAND/NOR	178	18.1
-- stage by stage --
stage | util (%) | hold slack [ps]
floorplan | - | 635
global placement | 48.4 | 675
detailed placement | 48.4 | 685
CTS | 50.7 | 702
global route | 50.7 | 740
finish | 50.7 | 700
-- cells in the final DEF (no fill, tap or decap), types with 9 or more instances in the layout --
cell type,n
a21oi_1,30
a221oi_1,15
a222oi_1,24
a22o_1,15
a22oi_1,30
a31oi_1,16
buf_4,20
clkbuf_16,9
clkdlybuf4s50_1,74
dfxtp_1,32
edfxtp_1,32
inv_1,13
nand2_1,50
nand3_1,21
nand4_1,9
nor2_1,36
nor3_1,15
nor4_1,11
o21ai_0,46
o21ai_2,10
xnor2_1,21
-- tightest hold or removal path, stage by stage (launching register included) --
cell and delay [ps]:
edfxtp_1 390, xnor2_1 100, o21ai_2 100
Power and IR drop assume default switching activity.
